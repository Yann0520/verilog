===== design/flow/run.sh =====
#!/bin/bash
# OpenROAD 26Q1-2900-gdf79404cd8, Yosys 0.63+post, stock flow scripts
make -C /OpenROAD-flow-scripts/flow DESIGN_CONFIG=/design/flow/config.mk WORK_HOME=/design/flow/orfs finish

===== design/flow/config.mk =====
export PLATFORM = sky130hd
export DESIGN_NAME = FIFObuffer
export DESIGN_NICKNAME = FIFObuffer
export VERILOG_FILES = /design/flow/design.v
export SDC_FILE = /design/flow/constraint.sdc
export NUM_CORES = 4
export LEC_CHECK = 1
export CORE_UTILIZATION = 30

===== design/flow/constraint.sdc =====
current_design FIFObuffer

set clk_period 6.9
set clk_io_pct 0.2

create_clock -name clk0 -period $clk_period [get_ports {clock}]

set non_clock_inputs [all_inputs -no_clocks]
set_input_delay [expr $clk_period * $clk_io_pct] -clock clk0 $non_clock_inputs
set_output_delay [expr $clk_period * $clk_io_pct] -clock clk0 [all_outputs]

===== design/flow/design.v =====
module FIFObuffer( 
	input			clock, 
	input	[7:0]	dataIn, 
	input			RD, 
	input			WR, 
	input			EN, 
	output	reg	[7:0]	dataOut, 
	output	reg	[7:0]	dataOut2,
	input			reset,
	output			EMPTY, 
	output			FULL 
	); 
	reg	[4:0]	Count = 0; 
	reg	[7:0]	FIFO [0:31]; 
	reg	[4:0]	readCounter = 0, 
				writeCounter = 0; 
	reg	[12:0]	clock_counter = 0; 
	wire[12:0]	clock_div;
	reg			bit_clock = 0;
	assign	EMPTY = (Count==0)? 1'b1:1'b0; 
	assign	FULL = (Count==32)? 1'b1:1'b0;
	assign 	clock_div = 625;	
	always@(posedge clock)
		if(!reset) begin
			clock_counter <= 0;
			end
		else if (clock_counter == clock_div) begin
			clock_counter <= 0;
			end
		else begin
			clock_counter <= clock_counter + 1;
			end
	always@(posedge clock)
		if(dataOut === 8'hxx)
			dataOut2 <= 8'h00;
		else
			dataOut2 <= dataOut;
	always@(posedge clock)
		if(!reset)
			bit_clock <= 0;
		else if (clock_counter == clock_div)
			bit_clock <= ~bit_clock;
		else
			bit_clock <= bit_clock;
	always @ (posedge bit_clock) 
	begin 
		if (EN==0); 
		else begin 
			if (!reset) begin 
				readCounter = 0; 
				writeCounter = 0; 
			end 
			else if (RD ==1'b1 && Count!=0) begin 
				dataOut  = FIFO[readCounter]; 
				readCounter = readCounter+1; 
			end 
			else if (WR==1'b1 && Count<32) begin
				FIFO[writeCounter]  = dataIn; 
				writeCounter  = writeCounter+1; 
			end 
		else; 
	 end 
	 if (writeCounter==32) 
			writeCounter=0; 
	 else if (readCounter==32) 
		readCounter=0; 
	 else;
		 if (readCounter > writeCounter) begin 
			Count=readCounter-writeCounter;
		 end 
		 else if (writeCounter > readCounter) 
			Count=writeCounter-readCounter; 
		 else;
	end 
endmodule

==> CHANGELOG.md <==
### Physical design

- P_int: approximately 0.00021 W
- Mean Syn Cell Area: 16.2 sq um
- Status: finished clean
- Yosys warnings: 1
- Skew final: 0.00299 ns
- Layout Area Growth over Synthesis: 7.55%
- Die H: between 200 and 250 um
- # IOs: 31
- DIE WIDTH: a little over 200 um
- Largest net degree at the start of global routing: about 110
- Final setup fails: 0
- Syn Inst Count: roughly 750
- Distinct lib cells: about 57
- Gates resized, CTS repair: 0
- Post-Synthesis Cell Area: ~12000 sq um
- Synthesis area per yosys: about 12000 sq um
- Max incr delay on CP: 0.82 ns
- Max-slew violations: 0
- Sequential share of power: 0.380
- Area contributors post-synth: edfxtp_1 66%, mux4_2 7.4%, mux2i_1 4.3%
- Critical Path Sink Type: register
- Post-route DRC: 0
- Post-DP Area: 13000 sq um
- Post-CTS Setup Bufs: 0
- Most frequent cell after synthesis: edfxtp_1
- Leakage: around 3.9 nW
- Vias/cell: ~5
- Number of diodes: 0
- DR vias: roughly 6.3k
- Initial DRT Pass Iterations: 5
- Reg2reg setup slack: ~5.3 ns
- Synth area leader: edfxtp_1
- Clk network pwr share: 0.366
- Gr usage total: 0.131
- Routability Congestion: 0.830
- Top cell area share: 0.664
- Peak VDD IR: 0.0983 mV
- CTS Hold Buffers Added: 0
- Worst-path clk slew: 0.04 ns
- CP top delay family: buffers and inverters
- Initial DRC count: ~390
- IO buf count: 21
- Worst-skew pair later-pin latency: around 0.24 ns
- Power, Total: slightly below 0.0003 W
- Slew margin rel.: 0.422
- Synth Flop Type: edfxtp_1
- Critical Path Source Type: input port
- Number of unconstrained endpoints: about 560
- CTS tree: yes
- Design Area, Final: around 13000 sq um
- DR WL/cell: about 20 um
- Pin slew with the least headroom to its limit: ~0.86 ns
- Worst-path maximum fanout: 14
- Antenna violations before repair: 0
- Std cell rows: around 73
- Htree depth: 1
- CTS max path bufs: 2
- Worst Path Buf+Inv: 1
- Power density over cell area: about 23 nW/um^2
- First-pass GRT wire length: approximately 39000 um
- Final Hold Fails: 0
- Root Driver: clkbuf_16
- Post-route ant nets: 0
- Cell Chain, Critical Path: clkdlybuf4s50_1 > nand2_1 > nor2_1
- Setup total negative slack: 0 ns
- Asr flop ratio synth: 0
- Total grt overflow: 0
- Layout cell share with drive strength beyond 1: 0.102
- Register pins left without a clock: around 280
- Routed WL: ~25000 um
- Worst path arrival time: around 2.8 ns
- Data required, critical path: 7.07 ns
- Period minus WS final: ~2.7 ns
- Pre-Place Util: 0.305
- Synth top cells by count: 269 x edfxtp_1, 61 x nand2_1, 58 x nor2_1, 52 x mux2i_1, 40 x mux4_2
- Stage-log warning count: 37
- Ys cells: roughly 750
- Die ar.: slightly above 40000 sq um
- P_sw: between 0.00008 and 0.00009 W
- Slowest-stage cell, CP: clkdlybuf4s50_1
- Crit path kind: in -> reg
- Max_cap viols: 0
- RSZ-0062 raised after global routing: false
- Logic pwr share: 0.254
- Hold Crit Class: reg -> reg
- Final period utilization: 0.384
- Ys flops: 293
- Seq share, synth: 0.703
- EDFF count, synth: between 200 and 300
- Vias in the first global route: 6404
- Sw Ratio: 0.282
- CTS Buf Count: 3
- Peak Freq: 0.377 GHz
- Detailed-placement wirelength estimate: 16900 um
- Core area: 39800 sq um
==> kinds of logic (layout without fill, tap and decap cells) <==
group / count (synthesis) / count (layout) / share of synthesized area
buffers and inverters: 60 / 60 / 0.0218
flip-flops: 293 / 293 / 0.703
XOR/XNOR: 13 / 13 / 0.00936
AND-OR/OR-AND: 112 / 112 / 0.0679
multiplexers: 94 / 94 / 0.119
adder cells (fa/ha/maj): 18 / 18 / 0.0196
other: 1 / 9 / 0.000308
AND/OR/NAND/NOR: 162 / 162 / 0.0588
==> power by group through the flow <==
| stage | logic [W] | registers (W) | clock network, W |
|---|---|---|---|
| 4_1_cts | 0.0000775 | 0.000113 | 0.000111 |
| 5_1_grt | 0.0000858 | 0.000113 | 0.000115 |
| 6_report | 0.0000753 | 0.000113 | 0.000109 |
==> per-layer routing <==
metal,GRT usage,wire length [um],up-vias
met2,0.204,12100,238
met3,0.0503,2210,10
met1,0.196,10800,3178
met4,0.00779,170,0
li1,-,-,2922
met5,0,0,-
==> final cells by class <==
type                    count  area (sq um)
clock buffers               4          78.8
fillers                  3823         26700
inverters                  17          63.8
multi-input cells         408          3370
flip-flops and latches    293          8570
well taps                 525           657
repair buffers             39           345
==> flip-flops by register name, indices dropped and copies added, names as in the netlist <==
| signal | cells |
|---|---|
| writeCounter | 5 |
| Count | 5 |
| bit_clock | 1 |
| FIFO | 256 |
| clock_counter | 13 |
| readCounter | 5 |
| dataOut | 8 |
==> metrics by stage <==
| step | worst slack (ns) | utilization | hold slack (ns) | instances |
|---|---|---|---|---|
| floorplan | 2.72 | - | 0.444 | 761 |
| global placement | 4.04 | 0.327 | 0.458 | 1282 |
| detailed placement | 3.99 | 0.327 | 0.473 | 1282 |
| CTS | 4.23 | 0.329 | 0.485 | 1286 |
| global route | 4.10 | 0.329 | 0.524 | 1286 |
| finish | 4.25 | 0.329 | 0.482 | 1286 |
==> final timing paths <==
check,from,endpoint,depth (start not counted)
max,reset,clock_counter[5],3
min,clock_counter[0],clock_counter[0],1
max reg2reg,clock_counter[5],clock_counter[5],5
min reg2reg,clock_counter[0],clock_counter[0],1
==> cells in the final DEF, fill, tap and decap left out, types with 12 or more instances in the layout <==
cell	synthesis	final
buf_4	9	18
mux4_2	40	40
edfxtp_1	269	269
clkdlybuf4s50_1	0	21
dfxtp_1	24	21
a21oi_1	12	12
o21ai_0	31	31
nor2_1	58	58
nand2_1	61	61
inv_1	15	15
ha_1	15	15
mux2i_1	52	52
o221ai_1	32	32
No activity file was given, so power comes from the tool's default toggle rates.
