### flow/run.sh
#!/bin/bash
# OpenROAD 26Q1-2900-gdf79404cd8, Yosys 0.63+post, stock flow scripts
make -C /OpenROAD-flow-scripts/flow DESIGN_CONFIG=/design/flow/config.mk WORK_HOME=/design/flow/orfs finish
### flow/config.mk
export PLATFORM = sky130hd
export DESIGN_NAME = tx
export DESIGN_NICKNAME = tx
export VERILOG_FILES = /design/flow/design.v
export SDC_FILE = /design/flow/constraint.sdc
export NUM_CORES = 4
export LEC_CHECK = 1
export CORE_UTILIZATION = 50
### flow/constraint.sdc
current_design tx

set clk_period 3.7
set clk_io_pct 0.2

create_clock -name clk0 -period $clk_period [get_ports {clock}]

set non_clock_inputs [all_inputs -no_clocks]
set_input_delay [expr $clk_period * $clk_io_pct] -clock clk0 $non_clock_inputs
set_output_delay [expr $clk_period * $clk_io_pct] -clock clk0 [all_outputs]
### flow/design.v
module tx(
	input	clock,
	input	reset,
	output	reg	tx = 1,
	input	[7:0]	tx_data,
	output  tx2
	);
	reg		[1:0]	tx_state = 0;
	reg		[12:0]	clock_counter = 0;
	wire	[12:0]	clock_div;
	reg		bit_clock = 0;
	reg		[2:0] i = 0;
	reg 	tx_complete = 1;
	reg	[30:0] clocker = -1;
	assign clock_div = 625;
	assign tx2 = tx;
	parameter	idle	=	0;
	parameter	start	=	1;
	parameter	data	=	2;
	parameter	stop	=	3;
	always@(posedge clock)
		if(!reset) begin
			clock_counter <= 0;
			end
		else if (clock_counter == clock_div)
			clock_counter <= 0;
		else begin
			clock_counter <= clock_counter + 1;
			end
	always@(posedge clock)
		if(!reset)
			bit_clock <= 0;
		else if (clock_counter == clock_div)
			bit_clock <= ~bit_clock;
		else
			bit_clock <= bit_clock;
	always@(posedge bit_clock)
		if(clocker < 11)
			tx_complete <=0;
		else if(tx_state == stop)
			tx_complete <= 1;
		else
			tx_complete <= 1;
	always@(posedge bit_clock)
		if(!reset)
			clocker <= -1;
		else if(tx_data == 8'h00)
			clocker <= -1;
		else
			if(clocker != 20)
				clocker <= clocker + 1;
			else
				clocker <= clocker;
	always@(posedge bit_clock)
		begin
			if(!reset)
				begin
					tx_state	<= idle;
					tx			<= 1;
				end
			else
				begin
					case(tx_state)
						idle:
						begin
							tx <= 1;
							if(tx_complete)
								tx_state <= idle;
							else 
								tx_state <= start;
						end
						start:
						begin
							tx <= 0;
							tx_state <= data;
						end
						data:
						begin
							tx <= tx_data[i];
							if(i < 7)
								begin
									i <= i + 1;
									tx_state <= data;
								end
							else
								begin
								i <= 0;
								tx_state <= stop;
								end
						end
						stop:
						begin
							tx <= 1;
							tx_state <= idle;
						end
					endcase
				end
		end
endmodule
==> Changelog: implementation <==
### Metrics

* Outcome: completed
* Clock Skew at approximately 0.0035 ns
* Hold Crit Depth at 1
* Crit path DRT at 3.88 ns
* Die X at between 70 and 80 um
* GRT overflow at 0
* DR iter-0 viols at ~76
* Area contributors post-synth: dfxtp_1 37%, and4_1 6.3%, xor2_1 4.3%
* TritonRoute pass-1 iters at 4
* Antenna viol nets, final at 0
* Worst r2r src: clock_counter[0]
* Final min period at 1.77 ns
* Die Y at approximately 75 um
* Mapped Avg Cell Area at ~9.2 sq um
* Worst setup EP type: register
* Final Instance Count excl. Fillers at approximately 360
* VDD IR max at 0.310 mV
* Maxcap violations at 0
* Seq share, synth at 40.6%
* Core ar. at 5070 sq um
* ANT cells at 0
* Drt wl/cell at between 10 and 15 um
* Slew @ Worst Pin at 0.519 ns
* Rel. slew slack at ~65%
* Number of unconstrained endpoints at about 43
* DRC viols at 0
* Tool warnings at 29
* Fillers at roughly 460
* Synth Register Bits at 52
* Rows at 26
* Post-route setup TNS at 0 ns
* Worst Setup SP: reset
* Register pins left without a clock at 38
* I/O Buffers at 11
* Vias in the first global route at between 1.5k and 2k
* Initial antenna violation count at 0
* Worst reg-to-reg setup slack at about 2.1 ns
* RR Endpoint: clock_counter[7]
* Max H-tree Level at 1
* Largest net degree at the start of global routing at 39
* Cts bufs inserted at 3
* Post-synth top flop: dfxtp_1
* Post-Synthesis Cells at approximately 290
* Setup Viol. Count Final at 0
* Io pins at 12
* Share of layout cells above drive strength 1 at 5.23%
* Combinational gate area at approximately 1400 sq um
* Total detailed-routing wirelength at roughly 4700 um
* Depth of the most critical reg-to-reg path at 5
* Resized Gates After CTS at 0
* Post-CTS Setup Inserts at 0
* FMAX at ~0.57 GHz
* First-pass GRT wire length at 7560 um
* Synth top cells by count: 49 x dfxtp_1, 24 x nor2_1, 19 x and4_1
* Synth top area share at between 30% and 40%
* Number of flops mapped to enable cells by yosys at 3
* Clock Latency Late Sink at ~0.24 ns
* HP Start: clock_counter[0]
* Crit-path max FO at 13
* Post-DP HPWL at approximately 3300 um
* CTS Hold Bufs at 0
* PwrDens at 122 nW/um^2
* Yosys top cell by instances: dfxtp_1
* Ys cells at between 200 and 300
* Hold Vio Cnt, Final at 0
* RSZ-0062 raised after global routing: false
* Worst setup SP type: primary input
* Total Routing Usage GR at 17.7%
* Cell Type Count at around 45
* Starting Density at approximately 52%
* Clock Pin Slew Worst Setup and Hold Paths at roughly 0.06 ns
* YS chip area at 2640 sq um
* Post-synth ARST share at 0%
* Vias per cell at between 5 and 6
* Hold WC Path Type: register to register
* Max Root-Sink Buffers at 2
* Gpl congestion at about 0.8
* Max Slew Vio Count at 0
* WP data arrival at a little under 2 ns
* Static Leak at just over 0.001 uW
* CTS root buf: clkbuf_8
* Die area at about 5600 sq um
* Ys Warns at 1
* Synth area leader: dfxtp_1
* Hold Path End: clock_counter[0]
* Mapped Area at around 2600 sq um
* DP Cell Count at between 300 and 400
* Seq. cell area at roughly 1100 sq um
* Critical Setup Path Class: primary input to register
* Period utilization at a little under half
* CTS tree: built
* Area delta synth->final at 5.98%
* DR vias at between 2k and 2.5k
[routing by layer]
layer	share of wire (%)	wire (um)	vias to the layer above	GRT usage, %
met3	2.4	113	2	1.65
met4	0.25	12	0	0.419
met5	0	0	-	0
li1	-	-	1052	-
met1	55	2600	926	30.2
met2	42	2000	30	26.5
[registers in the layout, indices dropped and copies added, names as in the netlist]
| register | flops |
|---|---|
| clocker | 31 |
| clock_counter | 13 |
| i | 3 |
| tx_state | 2 |
| bit_clock | 1 |
| tx | 1 |
| tx_complete | 1 |
[per-stage QoR]
step | power, uW | util, % | worst slack (ns) | hold WS (ns) | cell area, sq um
2_1_floorplan | 181 | - | 2.33 | 0.437 | 2640
3_3_place_gp | 197 | 53.9 | 1.70 | 0.453 | 2740
3_5_place_dp | 197 | 53.9 | 1.69 | 0.460 | 2740
4_1_cts | 345 | 55.0 | 1.93 | 0.478 | 2790
5_1_grt | 357 | 55.0 | 1.83 | 0.530 | 2790
6_report | 341 | 55.0 | 1.93 | 0.474 | 2790
[worst max-delay path by stage]
| stage | end | cells after the start |
|---|---|---|
| 4_1_cts | clock_counter[7] | 3 |
| 5_1_grt | clock_counter[5] | 3 |
| 6_report | clock_counter[2] | 3 |
[cell type report]
type / instances / area share [%]
multi-input combinational: 212 / 51.4
sequential: 52 / 38.4
timing repair buffer: 12 / 4.21
tap: 70 / 3.14
clock buffer: 4 / 1.97
inverter: 7 / 0.941
[power breakdown]
| group | leakage (uW) | total, uW | internal (uW) | switching (uW) |
|---|---|---|---|---|
| registers | 0.000428 | 157 | 154 | 3.44 |
| clock network | 0.0000288 | 147 | 94.2 | 52.4 |
| logic | 0.000560 | 36.6 | 18.6 | 18.0 |
| total | 0.00102 | 341 | 267 | 73.8 |
[placed cells by master, fill, tap and decap left out, types with 3 or more instances in the layout]
cell type / synthesis / routed
nand4_1: 14 / 14
xor2_1: 13 / 13
ha_1: 8 / 8
or3_1: 8 / 8
o21ai_0: 14 / 14
o21ai_1: 4 / 4
and2_1: 10 / 10
nand2_1: 14 / 14
xnor2_1: 5 / 5
a31oi_1: 11 / 11
mux2i_1: 6 / 6
dfxtp_1: 49 / 49
inv_1: 7 / 7
and4_1: 19 / 19
nor2_1: 24 / 24
nand3_1: 18 / 18
and3_1: 8 / 8
nor4_1: 6 / 6
clkbuf_8: 0 / 4
a21oi_1: 3 / 3
edfxtp_1: 3 / 3
clkdlybuf4s50_1: 0 / 11
[kinds of logic after synthesis]
kind of cell    after synthesis  share of synthesized area (%)
simple gates                138                           31.3
flops                        52                           40.6
compound gates               39                           9.35
buf+inv                      21                           4.89
xor+xnor                     18                           5.98
mux                           9                           3.99
fa+ha+maj                     8                           3.80
[worst max-delay path, stage by stage]
cell	delay [ns]
clkdlybuf4s50_1	0.67
nand2_1	0.35
nor2_1	0.18
Power is estimated from default activity; no workload was simulated.
