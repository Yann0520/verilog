**design/flow/run.sh**
```bash
#!/bin/bash
# OpenROAD 26Q1-2900-gdf79404cd8, Yosys 0.63+post, stock flow scripts
make -C /OpenROAD-flow-scripts/flow DESIGN_CONFIG=/design/flow/config.mk WORK_HOME=/design/flow/orfs finish
```
**design/flow/config.mk**
```make
export PLATFORM = sky130hd
export DESIGN_NAME = rx
export DESIGN_NICKNAME = rx
export VERILOG_FILES = /design/flow/design.v
export SDC_FILE = /design/flow/constraint.sdc
export NUM_CORES = 4
export LEC_CHECK = 1
export CORE_UTILIZATION = 40
```
**design/flow/constraint.sdc**
```tcl
current_design rx

set clk_period 1.9
set clk_io_pct 0.2

create_clock -name clk0 -period $clk_period [get_ports {clock}]

set non_clock_inputs [all_inputs -no_clocks]
set_input_delay [expr $clk_period * $clk_io_pct] -clock clk0 $non_clock_inputs
set_output_delay [expr $clk_period * $clk_io_pct] -clock clk0 [all_outputs]
```
**design/flow/design.v**
```verilog
module rx (
	input		reset,
	input		clock,
	input		rx,
	output	reg	[7:0]	rx_data
	);
	reg [1:0] 	rx_state = 0;
	reg	[12:0]	clock_counter = 0; 
	wire[12:0]	clock_div;
	reg			bit_clock = 0;
	reg [4:0]	i = 0;
	reg			rx_complete = 1;
	reg	[7:0]	rx_data2 = 0;
	reg	[10:0]	clocker = 0;
	assign 		clock_div = 625;
	reg	[7:0]	rx_data3 = 0;
	parameter	idle	=	0;
	parameter	start	=	1;
	parameter	data	=	2;
	parameter	stop	=	3;
	always@(posedge clock)
		if(!reset) begin
			clock_counter <= 0;
			end
		else if (clock_counter == clock_div) begin
			clock_counter <= 0;
			end
		else begin
			clock_counter <= clock_counter + 1;
			end
	always@(posedge clock)
		if(!reset)
			bit_clock <= 0;
		else if (clock_counter == clock_div)
			bit_clock <= ~bit_clock;
		else
			bit_clock <= bit_clock;
	always@(posedge clock)
		if(clocker < 10)
			rx_complete <= 0;
		else
			rx_complete <= 1;
	always@(posedge bit_clock)
		if(rx_state == idle || rx_state == start)
			if(clocker != 20)
				clocker <= clocker + 1;
			else
				clocker <= clocker;
		else 
			clocker <= -1;
	always@(posedge bit_clock)
		if(rx_complete)
			rx_data <= 8'h00;
		else
			rx_data <= rx_data3;
	always@(posedge bit_clock)
		begin
			if(!reset)
				begin
					rx_state <= idle;
				end
			else
				begin
					case(rx_state)
						idle:
						begin
							rx_state <= start;
						end
						start:
						begin
							if(rx == 0)
								rx_state <= data;
							else
								rx_state <= start;
						end
						data:
						begin
							rx_data2[i] <= rx;
							if(i<7)
								begin
									i <= i + 1;
									rx_state <= data;
								end
							else
								begin
									i <= 0;
									rx_state <= stop;
								end
						end
						stop:
							begin
								rx_data3 <= rx_data2;
								rx_state <= idle;
							end
					endcase
				end				
		end				
endmodule
```
==> results_dict.tcl <==
# metrics dict for downstream scripts
set metrics [dict create \
    crit_type "flop to flop" \
    grt_pass1_vias 1486 \
    avgSynthCellArea_um2 10.4 \
    fp.dieW_um 82.9 \
    hold_buffers 0 \
    cts_buffer_depth 2 \
    grt_max_degree 44 \
    met3_usage 0.0121 \
    fin_hold_ws_ns 0.492 \
    period_minus_slack_ns 1.54 \
    postCtsSetupRepairBufs 0 \
    grt_usage 0.127 \
    wire_per_inst_um 11.7 \
    period_used_share 0.813 \
    finalWeightedCongestion 0.836 \
    drt_iter0_markers 51 \
    clk_pin_slew_ns 0.07 \
    synth.distinct_cells 51 \
    critical_path_required_ns 2.03 \
    layout-drive-gt1-share 0.0734 \
    chip_area_um2 6870 \
    cts_made_buffers 3 \
    cts_tree "done" \
    core-area_um2 6350 \
    p_leak_nw 0.985 \
    drv_cap 0 \
    synth_flops 57 \
    worst_ir_drop_vdd_mv 0.449 \
    drc 0 \
    rows 29 \
    via_per_inst 5.07 \
    skew_ns 0.00593 \
    layout_top_cells "dfxtp_1 (36), nor2_1 (25), edfxtp_1 (21)" \
    untimed_endpoints 70 \
    cts_htree_levels 1 \
    synth_chip_area_um2 2620 \
    portBuffers 10 \
    ioPinCount 11 \
    hold_viol 0 \
    p_per_area_nw_per_um2 220 \
    setup_violations 0 \
    r2r_setup_slack_ns 0.36 \
    finalSetupTns_ns 0 \
    fin_total_pwr_w 0.000622 \
    cts-root-buf "clkbuf_8" \
    use_met2 0.189 \
    edf_count 21 \
    synthesis.instances 251 \
    initCoreUtil 0.412 \
    startpoint_type "flop" \
    clk_latency_ns 0.25 \
    postSynthSeqShare 0.516 \
    rsz0062_at_grt "false" \
    synthArstFlopShare 0 \
    max_slew_margin 0.536 \
    use_met1 0.227 \
    die_h_um 82.9 \
    cp.arrival_ns 1.67 \
    drv_slew 0 \
    unclocked_pins 42 \
    num_vias 1705 \
    status "complete, no violations" \
    worstMarginPinSlew_ns 0.693 \
    routed_wl_um 3950 \
    ys_warn_count 1 \
    hpwl_um 2860 \
    antenna_cells 0 \
    cts_resized 0 \
    flop_cell "dfxtp_1" \
    cp_max_fo 13 \
    area_delta_synth_final_pct 8.12 \
    fmax_mhz 648 \
    ant_nets 0 \
    antenna_found_initial 0 \
    first_pass_iters 4 \
    grt-ovfl-total 0 \
    crit_path_end_kind "flop" \
    busiest_layer "met1" \
    n_fill_cell 607 \
    lay_top_count "dfxtp_1" \
    synth_area_um2 2620 \
    tool_warnings 29 \
    hp-class "flop to flop" \
    grt_first_pass_wirelength_um 7130 \
    ys_cells 251 \
    utilization 0.446 \
]
-- stage by stage --
step	area (um2)	worst slack [ns]	cells
2_1_floorplan	2620	0.537	252
3_3_place_gp	2780	0.388	332
3_5_place_dp	2780	0.326	332
4_1_cts	2830	0.328	336
5_1_grt	2830	0.166	336
6_report	2830	0.356	336
-- report_power, final --
group	switching [W]	internal (W)	total, W
sequential	0.00000636	0.000321	0.000327
combinational	0.0000132	0.0000117	0.0000249
clock	0.000122	0.000147	0.000269
total	0.000141	0.000480	0.000622
-- sequential cells by signal, indices dropped and copies added (netlist names), named ones only --
| signal | flops |
|---|---|
| bit_clock | 1 |
| rx_data3 | 8 |
| clocker | 11 |
| rx_complete | 1 |
| rx_data | 8 |
| rx_data2 | 8 |
| i | 5 |
| rx_state | 1 |
| clock_counter | 13 |
-- Yosys cell counts (2+ instances only) --
library cell / count / area [um2]
nand2b_1: 6 / 37.5
or3_4: 2 / 22.5
nor2_1: 25 / 93.8
or3_1: 3 / 18.8
nor4b_1: 2 / 17.5
buf_2: 2 / 10.0
o21ai_1: 3 / 15.0
xor2_1: 7 / 61.3
o31ai_1: 2 / 15.0
dfxtp_1: 36 / 721
o21ai_0: 7 / 35.0
a311oi_1: 2 / 17.5
xnor2_1: 11 / 96.3
a32oi_1: 3 / 26.3
nand2_1: 15 / 56.3
nor3_1: 6 / 30.0
edfxtp_1: 21 / 631
and2_1: 5 / 31.3
nor2b_1: 16 / 100
ha_1: 8 / 100
nand4b_1: 3 / 26.3
o21ai_2: 3 / 26.3
nand3_1: 8 / 40.0
inv_1: 10 / 37.5
o221ai_1: 2 / 17.5
clkbuf_1: 4 / 15.0
and3_1: 5 / 31.3
nand4_1: 6 / 37.5
or3b_2: 3 / 26.3
o211ai_1: 4 / 30.0
-- final cells by class --
cell class / instances / area [um2] / share of cell area
clock buffer: 3 / 41.3 / 0.0146
clock inverter: 1 / 7.51 / 0.00265
inverter: 11 / 41.3 / 0.0146
multi-input combinational: 176 / 1190 / 0.419
sequential: 57 / 1350 / 0.477
tap: 77 / 96.3 / 0.0340
timing repair buffer: 11 / 108 / 0.0380
-- worst paths after layout --
check,startpoint,to,cells after the start
min reg2reg,clock_counter[0],clock_counter[0],1
max,clock_counter[0],clock_counter[2],5
min,clock_counter[0],clock_counter[0],1
max reg2reg,clock_counter[0],clock_counter[2],5
-- critical path, stage by stage (launching register included) --
cell     delay (ns)
dfxtp_1        0.39
ha_1           0.16
nor4b_1        0.21
nand4_1        0.18
nand2_1        0.38
nor2_1         0.09
-- metal layers --
| metal | part of all wire | routed length (um) |
|---|---|---|
| met3 | 0.014 | 57 |
| met4 | 0.0030 | 12 |
| met1 | 0.55 | 2180 |
| met2 | 0.43 | 1690 |
| met5 | 0 | 0 |
-- cell families after synthesis --
kind of cell             synth area share
flip-flops                          0.516
adder cells (fa/ha/maj)            0.0382
AND/OR/NAND/NOR                     0.250
XOR/XNOR                           0.0707
AND-OR/OR-AND                      0.0913
buffers and inverters              0.0325
other                             0.00143
